==> flow/config.mk <==
export PLATFORM = sky130hd
export DESIGN_NAME = CLAD
export DESIGN_NICKNAME = CLAD
export VERILOG_FILES = /design/flow/design.v
export SDC_FILE = /design/flow/constraint.sdc
export NUM_CORES = 4
export LEC_CHECK = 1
export CORE_AREA = 10 10 70 70
export DIE_AREA = 0 0 80 80
==> flow/constraint.sdc <==
current_design CLAD

set clk_period 5.1
set clk_io_pct 0.2

create_clock -name clk0 -period $clk_period

set non_clock_inputs [all_inputs -no_clocks]
set_input_delay [expr $clk_period * $clk_io_pct] -clock clk0 $non_clock_inputs
set_output_delay [expr $clk_period * $clk_io_pct] -clock clk0 [all_outputs]
==> flow/design.v <==
 module CLAD #(parameter N=8)(
 input [N-1:0] A,
 input [N-1:0] B,
 output [N-1:0] sum,
 output cout
 );
 wire [N:0] C;  
 wire [N-1:0] G;  
 wire [N-1:0] P;  
 assign C[0] = 1'b0;  
 genvar j;
 generate
 for (j = 0; j < N; j = j + 1) begin: CLA_BLOCK
 assign G[j] = A[j] & B[j];  
 assign P[j] = A[j] ^ B[j];  
 assign sum[j] = P[j] ^ C[j];  
 assign C[j+1] = G[j] | (P[j] & C[j]);  
 end
 endgenerate
 assign cout = C[N];  
 endmodule
==> flow/run.sh <==
#!/bin/bash
# OpenROAD 26Q1-2900-gdf79404cd8, Yosys 0.63+post, stock flow scripts
make -C /OpenROAD-flow-scripts/flow DESIGN_CONFIG=/design/flow/config.mk WORK_HOME=/design/flow/orfs finish
==> results.py <==
# Flow results
metrics = {
    "yosys": {
        "common_cells": "fa_1, inv_1, ha_1",
        "synth_area_leader_cell": "fa_1",
        "synthMostInstantiatedCell": "fa_1",
        "syn_area_per_cell_um2": 13.2,
        "synthAoiAreaFrac_pct": 0,
        "ys_types": 3,
        "top_cells_by_area": "fa_1, inv_1, ha_1",
        "ys_warn_count": 0,
        "logic_family": "adder cells",
        "ys_sh_adder_pct": 89.1,
        "yosysChipArea_um2": 171,
        "yosys.stat.seqShare_pct": 0,
        "ys_cells": 13,
        "synthCells": 13,
        "ys_sh_mux_pct": 0,
        "syn_area_um2": 171,
        "synthXorXnorAreaFrac_pct": 0,
        "ys_sh_simple_pct": 0,
        "yosys.area.top_type_share_pct": 81.8,
    },
    "job": {
        "max_cap_viol_count": 0,
        "warnings": 34,
    },
    "place": {
        "globalplace.congestion": 0.831,
        "portBuffers": 25,
        "hpwl_um": 731,
        "place_inst": 84,
    },
    "floorplanning": {
        "num_io_pins": 25,
        "fp.dieH_um": 80,
        "row_count": 21,
        "fp.coreArea_um2": 3420,
        "fp-utilization_pct": 5.02,
        "die_x_um": 80,
        "chipArea_um2": 6400,
    },
    "critical_path": {
        "critPathCaptureType": "output port",
        "path_cells": "buf_6 > ha_4 > fa_2 > fa_2 > fa_2 > fa_2 > fa_2 > fa_2 > inv_2 > fa_2 > inv_1 > buf_2",
        "critPathKind": "input pin to output port",
        "crit_family": "adder cells",
        "cp-start-kind": "input pin",
        "crit_buf_inv": 4,
        "arrival_ns": 4.02,
        "cp.required_ns": 4.08,
        "worstPathMaxFanout": 1,
        "worst_path_max_delay_cell": "fa_2",
        "crit_path_max_incr_delay_ns": 0.42,
        "worst_path_most_repeated_cell": "fa_2",
    },
    "global_routing": {
        "grt_overflow": 0,
        "grt_max_degree": 2,
        "first_global_vias": 229,
        "grt_first_pass_wirelength_um": 1100,
        "grt_usage_pct": 2.19,
        "antenna_found_initial": 0,
    },
    "hold_path": {
        "hold_path_depth": 3,
        "min_to": "sum[0]",
        "min_from": "B[0]",
        "hold_path_class": "input pin to output port",
    },
    "routing": {
        "diodes": 0,
        "antenna_left": 0,
        "wire_per_inst_um": 9.32,
        "post-route-drc-count": 0,
        "via_count": 193,
        "wl_um": 783,
        "vias_per_cell": 2.30,
        "drt-initial-drc-count": 0,
        "drtPass1Iterations": 1,
    },
    "power_and_ir_drop": {
        "pwr-share-comb_pct": 100.0,
        "leakagePower_nw": 0.186,
        "p_per_area_nw_per_um2": 99.0,
        "p_sw_mw": 0.0151,
        "clockPowerShare_pct": 0,
        "power_frac_seq_pct": 0,
        "switching_share_pct": 30.2,
        "ir_worst_vdd_uv": 28.2,
        "p_int_mw": 0.0347,
    },
    "layout": {
        "drive_gt1_share_pct": 31.6,
        "instances_no_fill": 84,
        "logic_area_um2": 183,
        "area_growth_pct": 193,
        "final_util_pct": 14.7,
        "seq_cell_count": 0,
        "clockBufferCount": 0,
        "seq_area_um2": 0,
        "n_fill_cell": 386,
    },
    "final_timing": {
        "finalCritPeriodShare_pct": 98.8,
        "period_needed_ns": 5.04,
        "maxSlewHeadroom_pct": 92.0,
        "grt_setup_unrepaired": "true",
        "hold_viol": 0,
        "slew_violations": 0,
        "setup_violations": 0,
        "tns_ns": 0,
        "max_freq_ghz": 0.198,
        "tightest_slew_ns": 0.120,
    },
    "status": {
        "status": "finished clean",
    },
    "clock_network": {
        "post_cts_buffers": 0,
        "postCtsHoldBufs": 0,
    },
}
==> per-stage QoR <==
| step | area, um2 | hold slack [ns] | power [mW] | setup slack [ns] |
|---|---|---|---|---|
| finish | 503 | 2.68 | 0.0498 | 0.0612 |
| global route | 503 | 2.70 | 0.0560 | -0.0430 |
| CTS | 503 | 2.68 | 0.0514 | -0.0895 |
| detailed placement | 479 | 3.08 | 0.0514 | -0.940 |
| global placement | 479 | 3.08 | 0.0510 | -0.920 |
| floorplan | 171 | 2.11 | 0.00581 | 0.134 |
==> worst max path at each step <==
stage,startpoint,to,slack [ns],cells after the start
CTS,B[0],sum[7],-0.09,12
finish,A[0],sum[7],0.06,12
global route,A[0],sum[7],-0.04,12
==> cells in the final DEF, fill, tap and decap left out, drive strengths merged <==
master and count:
fa 7, buf 3, inv 5, ha 1, clkdlybuf4s15 1, dlygate4sd2 3
clkdlybuf4s50 18
==> what timing repair did <==
action	CTS	global route
gates resized	27	0
setup endpoints to repair	4	2
pin swaps	8	8
hold endpoints to repair	0	0
==> routing by layer <==
metal	global-route usage, %	up-vias	wire length, um
li1	-	85	-
met1	2.77	83	303
met2	2.33	25	180
met3	2.73	0	300
met4	0	0	0
met5	0	-	0
==> power by group through the flow <==
stage / clock (mW) / sequential [mW] / combinational (mW)
CTS: 0 / 0 / 0.0514
global route: 0 / 0 / 0.0560
finish: 0 / 0 / 0.0498
==> area by class of cell <==
cell class	instances	area share, %
Timing Repair Buffer	25	48.5
Multi-Input combinational cell	8	36.3
Tap cell	46	11.4
Inverter	5	3.73
==> cell families (layout without fill, tap and decap cells) <==
family,count (synthesis),after routing
adders and majority gates,8,8
buffers and inverters,5,30
No activity file was given, so power comes from the tool's default toggle rates.
