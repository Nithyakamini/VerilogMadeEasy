--- design/flow/design.v ---
`timescale 1ns / 1ps
module alu_8bit (
    input  [7:0] A,
    input  [7:0] B,
    input  [2:0] sel,
    output reg [7:0] result
);
always @(*) begin
    case (sel)
        3'b000: result = A + B;             
        3'b001: result = A - B;             
        3'b010: result = A * B;             
        3'b011: result = A & B;             
        3'b100: result = A | B;             
        3'b101: result = ~A;                
        3'b110: result = A << 1;            
        3'b111: result = A >> 1;            
        default: result = 8'b00000000;
    endcase
end
endmodule
--- design/flow/run.sh ---
#!/bin/bash
# OpenROAD 26Q1-2900-gdf79404cd8, Yosys 0.63+post, stock flow scripts
make -C /OpenROAD-flow-scripts/flow DESIGN_CONFIG=/design/flow/config.mk WORK_HOME=/design/flow/orfs finish
--- design/flow/config.mk ---
export PLATFORM = sky130hd
export DESIGN_NAME = alu_8bit
export DESIGN_NICKNAME = alu_8bit
export VERILOG_FILES = /design/flow/design.v
export SDC_FILE = /design/flow/constraint.sdc
export NUM_CORES = 4
export LEC_CHECK = 1
export CORE_UTILIZATION = 40
--- design/flow/constraint.sdc ---
current_design alu_8bit

set clk_period 8.0
set clk_io_pct 0.2

create_clock -name clk0 -period $clk_period

set non_clock_inputs [all_inputs -no_clocks]
set_input_delay [expr $clk_period * $clk_io_pct] -clock clk0 $non_clock_inputs
set_output_delay [expr $clk_period * $clk_io_pct] -clock clk0 [all_outputs]
==> reports/metrics.csv <==
metric,value,unit
status,"complete, no violations",
critPathRequiredTime,6.40,ns
cp_max_fo,10,
coreArea,0.00444,mm2
top_area_cell,ha_1,
ys_warn_count,1,
ctsResizeCount,0,
dp.final_hpwl,3840,um
fmax,0.131,GHz
overflow,0,
utilization,0.493,
yosys-stat-cells,262,
setup_viol,0,
ios,27,
tightest_slew,0.492,ns
fillers,444,
synthDistinctLibCells,43,
power.density,101,mW/mm2
power,222,uW
layout_setup_ws,0.395,ns
dp_cells,331,
regArea,0,um2
maxCapViolCount,0,
io_buffer_count,27,
place_ws,0.384,ns
fin_hold_ws,4.47,ns
grt_antenna_before_repair,0,
hold_viol,0,
relSlewSlack,0.672,
place.gp.congestion,0.891,
rsz0062_at_grt,false,
synth_area_per_cell,7.21,um2
dieArea,0.00500,mm2
viasPerCell,5.25,
crit_top_cell,fa_1,
yosysChipArea,0.00189,mm2
die_y,70.7,um
synth_cells,262,
warning_count,34,
hp-class,in -> out,
cpPeakStageDelay,0.68,ns
cts_hold_buf,0,
drc,0,
irDropWorstVdd,0.0403,mV
fin_crit_sh,0.951,
wl_per_cell,14.4,um
wl,4750,um
chipWidth,70.7,um
crit_type,in -> out,
lay_top_count,inv_1,
grt_pass1_vias,1640,
postCtsSetupBuffers,0,
path_buffers,5,
endpoint_kind,output port,
area_growth,16.0,%
crit_slowest_cell,clkdlybuf4s50_1,
top_cells_by_area,"ha_1 17%, fa_1 14%, xnor2_1 8.3%",
drive_above_1_share,0.0609,
power_leakage,1.02,nW
cp_top_family,adder cells,
placed_area,0.00219,mm2
ys_seq_frac,0,
final.min_clock_period,7.60,ns
path_cells,clkdlybuf4s50_1 > nand2_1 > fa_1 > fa_1 > inv_1 > fa_1 > inv_1 > fa_1 > inv_1 > ha_1 > a21oi_1 > xnor2_2 > xnor2_1 > a221o_1 > clkdlybuf4s50_1,
fin_cells,331,
seq_cells,0,
grt_pass1_wl,8370,um
nClkBuffers,0,
firstDrtPassIters,20,
track_usage,0.210,
drtAntennaViolNets,0,
antenna_cells,0,
num_vias,1738,
drv_slew,0,
fp_util,0.425,
first_iter_violations,49,
start_kind,primary input,
layout_top_cells,"33 x inv_1, 29 x nand2_1, 27 x clkdlybuf4s50_1, 26 x ha_1",
grt_max_degree,33,
cp.arrival,6.00,ns
num_rows,24,
yosysTopAreaCellShare,0.172,
fin_area,0.00219,mm2
syn_area,0.00189,mm2
fin_setup_tns,0,ns
cells by family (layout without fill, tap and decap cells):
kind of cell,count (synthesis),count (layout),synth area share
AND/OR/NAND/NOR,86,86,0.220
multiplexers,1,1,0.00530
buffers and inverters,49,66,0.107
AND-OR/OR-AND,57,57,0.195
XOR/XNOR,30,30,0.163
adder cells (fa/ha/maj),39,39,0.310
where the power goes:
| group | total, mW | switching (mW) | internal (mW) | leakage (nW) |
|---|---|---|---|---|
| sequential | 0 | 0 | 0 | 0 |
| clock | 0 | 0 | 0 | 0 |
| combinational | 0.222 | 0.111 | 0.111 | 1.02 |
| total | 0.222 | 0.111 | 0.111 | 1.02 |
cells in the mapped netlist, types with 3 or more instances:
cell	number
ha_1	26
xor2_1	6
xnor2_1	18
fa_1	13
clkbuf_1	5
buf_2	9
inv_1	33
nand3_1	7
xnor2_2	6
o21ai_0	12
a21oi_1	18
a21o_1	4
nand2b_1	4
nor3_1	4
o31ai_1	3
nor2_1	18
and2_1	10
nand2_1	29
a211oi_1	4
nor2b_1	4
area by class of cell:
class / count / area (um2) / area share
timing repair buffer: 33 / 315 / 0.144
multi-input combinational: 213 / 1690 / 0.770
inverter: 33 / 124 / 0.0565
tap: 52 / 65.1 / 0.0297
layer usage:
layer | share of wire | vias up | track usage | wire, um
li1 | - | 908 | - | -
met3 | 0.035 | 0 | 0.00289 | 168
met1 | 0.52 | 794 | 0.351 | 2460
met2 | 0.45 | 36 | 0.331 | 2130
met4 | 0 | 0 | 0 | 0
met5 | 0 | - | 0 | 0
tightest hold or removal path: stages:
cell and delay [ns]:
clkdlybuf4s50_1 0.52, o21ai_0 0.20, a221o_1 0.10, clkdlybuf4s50_1 0.45
worst paths after layout:
| kind | cells after the start | endpoint | slack [ns] | startpoint |
|---|---|---|---|---|
| worst max-delay path | 15 | result[7] | 0.40 | A[2] |
| worst min-delay path | 4 | result[7] | 4.47 | sel[1] |
Power and IR drop assume default switching activity.
