==> ./design.v <==
module BCD_to_XS3(
    input [3:0] bcd,
    output reg [3:0] xs3
);
    always @(*) begin
        xs3 = bcd + 4'b0011;   
    end
endmodule
module ripple_adder(
    input [3:0] A,
    input [3:0] B,
    input Cin,
    output [4:0] Sum  
);
    assign Sum = A + B + Cin;
endmodule
module correction_logic(
    input [4:0] sum,          
    input mode,               
    input swap_flag,          
    output reg [3:0] corrected_sum,
    output reg carry_out
);
    always @(*) begin
        if (mode == 0) begin
            if (sum[4] == 1 || sum[3:0] > 4'd9) begin
                corrected_sum = sum[3:0] + 4'b0011;
                carry_out = 1;   
            end else begin
                corrected_sum = sum[3:0] - 4'b0011;
                carry_out = 0;
            end
        end else begin
            if (sum[4] == 1) begin
            corrected_sum = sum[3:0] + 4'b0011;
            end else begin
                corrected_sum = sum[3:0] - 4'b0011; 
            end
            if (swap_flag == 1) begin
                carry_out = 1;
            end else begin
                carry_out = 0;
            end
        end
    end
endmodule
module bcd_xs3_adder_subtractor(
    input [3:0] A,
    input [3:0] B,
    input M,   
    output [3:0] Result,
    output CarryOut
);
    wire [3:0] xs3_A, xs3_B;
    wire [4:0] sum_raw;
    wire swap_flag;
    BCD_to_XS3 convertA (.bcd(A), .xs3(xs3_A));
    BCD_to_XS3 convertB (.bcd(B), .xs3(xs3_B));
    assign swap_flag = (M == 1 && A < B);
    wire [3:0] A_sub = swap_flag ? xs3_B : xs3_A;
    wire [3:0] B_sub = swap_flag ? xs3_A : xs3_B;
    ripple_adder adder_unit (
        .A(A_sub),
        .B(M ? ~B_sub : B_sub),
        .Cin(M),
        .Sum(sum_raw)
    );
    correction_logic correct_unit (
        .sum(sum_raw),
        .mode(M),
        .swap_flag(swap_flag),    
        .corrected_sum(Result),
        .carry_out(CarryOut)
    );
endmodule
==> ./run.sh <==
#!/bin/bash
# OpenROAD 26Q1-2900-gdf79404cd8, Yosys 0.63+post, stock flow scripts
make -C /OpenROAD-flow-scripts/flow DESIGN_CONFIG=/design/flow/config.mk WORK_HOME=/design/flow/orfs finish
==> ./config.mk <==
export PLATFORM = sky130hd
export DESIGN_NAME = bcd_xs3_adder_subtractor
export DESIGN_NICKNAME = bcd_xs3_adder_subtractor
export VERILOG_FILES = /design/flow/design.v
export SDC_FILE = /design/flow/constraint.sdc
export NUM_CORES = 4
export LEC_CHECK = 1
export CORE_AREA = 10 10 76 76
export DIE_AREA = 0 0 86 86
==> ./constraint.sdc <==
current_design bcd_xs3_adder_subtractor

set clk_period 7.8
set clk_io_pct 0.2

create_clock -name clk0 -period $clk_period

set non_clock_inputs [all_inputs -no_clocks]
set_input_delay [expr $clk_period * $clk_io_pct] -clock clk0 $non_clock_inputs
set_output_delay [expr $clk_period * $clk_io_pct] -clock clk0 [all_outputs]
==> flow_metrics.py <==
# Flow results
metrics = {
    "grt": {
        "grt-ovfl-total": 0,
        "grt_max_degree": 13,
        "grt_pass1_wl_um": 2520,
        "grt_usage_pct": 3.81,
        "antenna_found_initial": 0,
        "grt_pass1_vias": 602,
    },
    "layout": {
        "area_growth_pct": 31.4,
        "nClkBuffers": 0,
        "flop-count": 0,
        "drive_above_1_share_pct": 5.38,
        "fillers": 466,
        "final_area_um2": 812,
        "mi_logic_area_um2": 568,
        "ff_latch_area_um2": 0,
    },
    "place": {
        "pre_cts_slack_ns": 0.639,
        "place.gp.congestion": 0.811,
        "dp.final_hpwl_um": 1270,
        "io_buffers": 14,
        "dpl_cell_area_um2": 812,
    },
    "critical_path": {
        "critPathTopFamily": "simple AND/OR/NAND/NOR gates",
        "path_buffers": 3,
        "crit_fanout": 5,
        "cpPeakStageDelay_ns": 0.50,
        "critPathArrivalTime_ns": 5.57,
        "start_kind": "input port",
        "path_class": "in2out",
        "crit_end": "Result[2]",
        "endpoint_kind": "primary output",
        "cp.depth": 16,
        "cp.required_ns": 6.24,
        "crit_chain": "clkdlybuf4s50_1 -> inv_1 -> ha_1 -> a21oi_1 -> and2_2 -> nand2_1 -> mux2i_1 -> ha_1 -> nand2_1 -> nor2_1 -> a31o_1 -> or4_4 -> a31oi_4 -> mux2i_1 -> xnor2_1 -> clkdlybuf4s50_1",
        "crit_slowest_cell": "or4_4",
        "crit_path_start": "B[3]",
    },
    "power_and_ir_drop": {
        "cellLeakagePower_nw": 0.381,
        "power.density_nw_per_um2": 173,
        "peakVddDrop_mv": 0.0565,
    },
    "logic_synthesis": {
        "ys_sh_adder_pct": 27.5,
        "syn_inst": 81,
        "aoi_share_pct": 19.2,
        "yosysSeqAreaShare_pct": 0,
        "topCellsByArea": "ha_1 (24%), mux2i_1 (15%), xnor2_1 (7.1%)",
        "syn_area_um2": 618,
        "yosys_area_um2": 618,
        "ys_sh_xor_pct": 12.8,
        "simple_gate_share_pct": 17.8,
        "yosys_warnings": 2,
        "top_area_cell": "ha_1",
        "synth.top_cell.area_share_pct": 24.3,
        "ys_top_logic_family": "adder cells",
        "ys_sh_mux_pct": 14.6,
        "syn_avg_cell_area_um2": 7.63,
        "ys_cells": 81,
        "synthDistinctLibCells": 26,
    },
    "detailed_routing": {
        "drc": 0,
        "drtIter0Drc": 18,
        "vias_per_cell": 4.07,
        "drt_pre_antenna_iters": 4,
        "vias": 582,
        "wl_per_cell_um": 9.85,
        "routed_wl_um": 1410,
        "ant_nets": 0,
        "antenna_cells": 0,
    },
    "floorplan": {
        "dieWidth_um": 86,
        "core_area_um2": 4120,
        "die-area_um2": 7400,
        "die_h_um": 86,
        "fp_util_pct": 15.0,
        "row_count": 23,
        "io_pins": 14,
    },
    "final_timing": {
        "tightest_slew_ns": 0.450,
        "drv_slew": 0,
        "fin_crit_sh_pct": 91.4,
        "rsz0062_at_grt": "no",
        "relSlewSlack_pct": 69.8,
        "layout_setup_ws_ns": 0.673,
        "hold_viol": 0,
        "tns_ns": 0,
        "fmax_ghz": 0.140,
        "setup_viol": 0,
        "layout_min_cycle_time_ns": 7.13,
    },
    "job": {
        "max-cap-violations": 0,
        "warnings": 34,
    },
    "status": {
        "status": "finished, final reports clean",
    },
    "cts": {
        "post_cts_buffers": 0,
        "postCtsHoldBufs": 0,
        "cts_resized": 0,
    },
    "hold_path": {
        "hold_class": "in2out",
    },
}
## layer usage
metal | part of all wire (%) | GRT usage [%] | up-vias
met5 | 0 | 0 | -
met4 | 0 | 0 | 0
met3 | 2.7 | 0.381 | 0
met2 | 58 | 7.78 | 7
met1 | 39 | 4.26 | 269
li1 | - | - | 306
## cell families (layout without fill, tap and decap cells)
logic type,Yosys count,in the layout
xor gates and xnor gates,9,9
adders and majority gates,13,13
muxes,9,9
AOI/OAI and AO/OA,16,16
and+or+nand+nor,21,21
buffers and inverters,13,25
## placed cells by master (no fill, tap or decap), drive strengths merged, types with 2 or more instances in the layout
cell	Yosys	routed
nand3	3	3
xor2	4	4
o211ai	2	2
clkdlybuf4s50	0	14
a21oi	3	3
o21ai	6	6
xnor2	5	5
mux2i	9	9
inv	11	11
nand2	7	7
ha	12	12
nor2	5	5
nor2b	2	2
## power by group
group	switching (W)	total (W)	internal [W]
Clock	0	0	0
Combinational	0.0000586	0.000140	0.0000817
Sequential	0	0	0
Total	0.0000586	0.000140	0.0000817
## area by class of cell
class	count	area share, %
well taps	50	7.70
inverters	11	5.08
repair buffers	14	17.3
multi-input cells	68	70.0
## synthesized netlist by cell type
| master | n |
|---|---|
| ha_1 | 12 |
| inv_1 | 11 |
| mux2i_1 | 9 |
| nand2_1 | 7 |
| o21ai_0 | 6 |
| nor2_1 | 5 |
| xnor2_1 | 5 |
| xor2_1 | 4 |
| a21oi_1 | 3 |
| nand3_1 | 3 |
| a211oi_1 | 1 |
| a31o_1 | 1 |
| a31oi_4 | 1 |
| and2_2 | 1 |
| buf_2 | 1 |
| clkbuf_1 | 1 |
| fa_1 | 1 |
| nand2b_1 | 1 |
| nor2b_1 | 1 |
| nor2b_4 | 1 |
| nor3_1 | 1 |
| o211ai_1 | 1 |
| o211ai_2 | 1 |
| o31a_1 | 1 |
| o31ai_1 | 1 |
| or4_4 | 1 |
## through the flow
stage	power (W)	util [%]	instances	hold slack [ns]
after floorplan	0.0000873	-	81	3.32
after global placement	0.000143	19.7	143	4.46
after detailed placement	0.000143	19.7	143	4.46
after CTS	0.000144	19.7	143	4.46
after global routing	0.000161	19.7	143	4.50
final	0.000140	19.7	143	4.43
## how the worst min path moves through the flow
stage	depth (start not counted)	startpoint	endpoint
4_1_cts	4	A[0]	Result[0]
5_1_grt	4	A[0]	Result[0]
6_report	4	A[0]	Result[0]
Power is estimated from default activity; no workload was simulated.
